### design/flow/run.sh
#!/bin/bash
# OpenROAD 26Q1-2900-gdf79404cd8, Yosys 0.63+post, stock flow scripts
make -C /OpenROAD-flow-scripts/flow DESIGN_CONFIG=/design/flow/config.mk WORK_HOME=/design/flow/orfs finish
### design/flow/design.v
module regfile(
      input         clk,  
		input  	    we3,  
		input  [4:0]   ra1, ra2, wa3,  
		input  [31:0]  wd3,  
		output  [31:0] rd1, rd2);  
   reg [31:0] 		    rf[31:0]; 
   assign rd1 = (ra1 == 0 ) ? 32'd0 : rf[ra1] ;  
   assign rd2 = (ra2 == 0) ? 32'd0 : rf[ra2] ;  
   always @(posedge clk) 
   begin
      if(we3 && wa3 != 5'd0 )  
      begin
         rf[wa3] <= wd3;  
      end
   end
endmodule  
### design/flow/config.mk
export PLATFORM = sky130hd
export DESIGN_NAME = regfile
export DESIGN_NICKNAME = regfile
export VERILOG_FILES = /design/flow/design.v
export SDC_FILE = /design/flow/constraint.sdc
export NUM_CORES = 4
export LEC_CHECK = 1
export CORE_UTILIZATION = 50
### design/flow/constraint.sdc
current_design regfile

set clk_period 7.4
set clk_io_pct 0.2

create_clock -name clk0 -period $clk_period [get_ports {clk}]

set non_clock_inputs [all_inputs -no_clocks]
set_input_delay [expr $clk_period * $clk_io_pct] -clock clk0 $non_clock_inputs
set_output_delay [expr $clk_period * $clk_io_pct] -clock clk0 [all_outputs]
==> metrics.cfg <==
[synth]
synth_cells=2564
largest_area_cell=edfxtp_1
synthMuxAreaShare_pct=25.0
synth_async_sr_flop_share_pct=0
edf_count=1024
simple_gate_share_pct=2.18
synth-xor-area-share_pct=0
ys_seq_share_pct=64.2
synthTopCellsByCount=edfxtp_1, mux2i_1, mux4_2
syn_avg_cell_area_sq_um=18.7
ys_seq_elements=1024
yosysChipArea_sq_mm=0.0479
ff_type=edfxtp_1
ys_sh_aoi_pct=6.15
fa_ha_area_share_pct=0
synthTopLogicFamily=multiplexers
synth_warnings=1
ys_types=39
most_common_cell=edfxtp_1
yosys_cells=2564
area_leaders=edfxtp_1, mux4_2, mux2i_1, mux4_1, mux2_2
syn_area_sq_mm=0.0479
top_cell_area_share_pct=64.2

[final_timing]
timing.fmax_ghz=0.161
setup_viol=0
fin_ws_ns=1.17
finalCriticalPeriod_ns=6.23
finalCritPeriodShare_pct=84.1
worstMarginPinSlew_ns=1.02
rsz0062_at_grt=no
tns_ns=0
drv_slew=0
relSlewSlack_pct=31.7
hold_viol_final=0
whs_ns=1.62

[setup_path]
worstPathArrival_ns=4.75
max_stage_delay_ns=0.73
crit_path_max_fanout=40
start_kind=input pin
path_buffers=4
cp-end-kind=output pin
cpMostUsedCell=buf_4
crit_family=buffers and inverters
cpMaxStageDelayCell=a211oi_1
crit_path_cell_trace=buf_6, buf_4, buf_4, mux4_2, a21oi_1, a211oi_1, clkdlybuf4s50_1
cp.required_ns=5.92
path_class=in -> out

[routing]
drtAntennaViolNets=0
drt-total-wl_um=150000
drtIter0Drc=1753
dr_total_vias=27974
first_pass_iters=5
drc=0
via_per_inst=6.85
routedWlPerCell_um=36.9
num_antenna_cells=0

[die]
io_pins=113
core.rowCount=113
die_w_um=312
dieArea_sq_mm=0.0971
core-area_sq_mm=0.0950
fp.dieH_um=312
floorplanUtilization_pct=50.4

[global_route]
grt_pass1_wl_um=215000
grt_usage_pct=35.3
grt_pass1_vias=31452
grt_max_degree=96
grt-ovfl-total=0
antenna_found_initial=3

[power]
ir_drop_v=0.000166
p_leak_uw=0.0177
totalPowerFinal_uw=13100
p_per_area_mw_per_mm2=240

[outcome]
outcome=completed

[final_layout]
largestRegisters=rf (1024)
top_register=rf
fill_cells=6924
drive_gt1_share_pct=26.5
comb_area_sq_mm=0.0164
largest_reg_flops=1024
regArea_sq_mm=0.0307
fin_cells=4081
areaGrowthSynthToFinish_pct=13.7

[run]
cap_violations=0
warning_count=26

[placed_design]
routabilityCongestion=0.902
dpl_worst_slack_ns=1.28
placedCellCount=3882
portBuffers=112
dpl.hpwl_um=86600

[min_path]
hp-class=in -> reg

[cts]
cts_sinks=1024
htreeDepth=3
cts_tree=done
clk_pin_slew_ns=0.06
cts_buffers=109
post_cts_buffers=0
hold_buffers=0
clockBufferDepth=3
cts_resized=0
cts-root-buf=clkbuf_16

==> cells in the final DEF, fill, tap and decap left out, types with 33 or more instances in the layout <==
master           Yosys  layout
a211oi_1            53      53
clkdlybuf4s50_1      0     102
o21ai_0             50      50
buf_4               53     117
mux2i_1            320     320
nor2_4               0      33
o221ai_1            64      64
nand2_1             85      85
edfxtp_1          1024    1024
mux4_2             316     316
clkbuf_16            0     113
a22oi_1             64      64
mux4_1              36      36
mux2_2              64      64
a221oi_1            38      38
==> routing by layer <==
metal  global-route usage, %  wire length (um)  vias up
li1                        -                 -    11365
met1                    42.1             45200    13907
met2                    49.1             68900     2308
met3                    29.9             30000      368
met4                    9.71              5590       26
met5                    5.34               630        -
==> report_power, final <==
group / total [uW] / internal, uW / switching, uW
combinational: 1170 / 496 / 671
sequential: 6510 / 6470 / 34.8
clock: 5420 / 3210 / 2210
total: 13100 / 10200 / 2910
==> through the flow <==
stage          area, sq um  utilization [%]
2_1_floorplan        48000                -
3_3_place_gp         50900             53.6
3_5_place_dp         50900             53.6
4_1_cts              54500             57.3
5_1_grt              54500             57.3
6_report             54500             57.3
==> path summary, 6_finish.rpt <==
path / startpoint / endpoint / slack [ns] / cells after the start
min: wd3[6] / rf[0][6]$_DFFE_PP_ / 1.62 / 2
max: ra2[1] / rd2[14] / 1.17 / 7
==> cell type report <==
class                      instances  area share, %
sequential                      1024           56.5
multi-input combinational       1354           30.1
clock buffer                     133           5.33
timing repair buffer             237           4.00
tap                             1265           2.91
clock inverter                    66           1.16
inverter                           2         0.0161
==> logic make-up (layout without fill, tap and decap cells) <==
| logic type | after synthesis | in the layout |
|---|---|---|
| flops | 1024 | 1024 |
| mux | 736 | 736 |
| compound gates | 374 | 374 |
| buf+inv | 217 | 438 |
| simple gates | 212 | 212 |
| other cells | 1 | 32 |
